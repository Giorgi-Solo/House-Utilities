===== flow/design.v =====
`timescale 1ns / 1ps
module clock_counter(
input clck_for_counter,RST,
output reg [3:0] counted_val);
always @(posedge clck_for_counter)begin
if(RST) begin  
counted_val=0;
end 
else if(counted_val<9) begin
counted_val=counted_val+1;
end 
else begin 
counted_val=0;
end 
end  
endmodule

===== flow/run.sh =====
#!/bin/bash
# OpenROAD 26Q1-2900-gdf79404cd8, Yosys 0.63+post, stock flow scripts
make -C /OpenROAD-flow-scripts/flow DESIGN_CONFIG=/design/flow/config.mk WORK_HOME=/design/flow/orfs finish

===== flow/config.mk =====
export PLATFORM = sky130hd
export DESIGN_NAME = clock_counter
export DESIGN_NICKNAME = clock_counter
export VERILOG_FILES = /design/flow/design.v
export SDC_FILE = /design/flow/constraint.sdc
export NUM_CORES = 4
export LEC_CHECK = 1
export CORE_AREA = 10 10 70 70
export DIE_AREA = 0 0 80 80

===== flow/constraint.sdc =====
current_design clock_counter

set clk_period 1.1
set clk_io_pct 0.2

create_clock -name clk0 -period $clk_period [get_ports {clck_for_counter}]

set non_clock_inputs [all_inputs -no_clocks]
set_input_delay [expr $clk_period * $clk_io_pct] -clock clk0 $non_clock_inputs
set_output_delay [expr $clk_period * $clk_io_pct] -clock clk0 [all_outputs]

==> flow_metrics.tcl <==
# place-and-route summary
set metrics [dict create \
    status "finished with violations" \
    violations "setup timing" \
    finalPower_mw 0.410 \
    ys_seq_share_pct 44.1 \
    area_growth_pct 98.6 \
    setup_ws_ns -0.0197 \
    maxCapViolations 0 \
    logic_family "simple AND/OR/NAND/NOR gates" \
    synth_area_um2 181 \
    yosysWarnings 1 \
    die_w_um 80 \
    post-dp-hpwl_um 383 \
    dpl_cell_area_um2 289 \
    irDropWorstVdd_mv 0.581 \
    postCtsHoldBufs 0 \
    cts_tree "done" \
    routed_wirelength_um 563 \
    finalCritPeriodShare_pct 102 \
    max_slew.worst_pin.slew_ns 0.160 \
    dr_total_vias 175 \
    p_per_area_nw_per_um2 1140 \
    largest_reg_flops 4 \
    drc 0 \
    grt_pass1_vias 220 \
    insertedDiodeCount 0 \
    rows 21 \
    xor_area_share_pct 0 \
    simple_gate_share_pct 26.9 \
    ant_nets 0 \
    hp-class "flop to flop" \
    cp.arrival_ns 1.28 \
    aoi_share_pct 8.97 \
    fp_util_pct 5.31 \
    num_io_pins 6 \
    p_leak_nw 0.141 \
    grt_max_degree 6 \
    crit_type "flop to flop" \
    synth_cell_type_count 12 \
    cts-root-buf "clkbuf_4" \
    ys_ff 4 \
    fa_ha_area_share_pct 13.8 \
    routed_via_density 2.30 \
    cts_buffers 3 \
    antenna_found_initial 0 \
    pre_cts_slack_ns -0.0849 \
    die_y_um 80 \
    clk_latency_ns 0.24 \
    first_iter_violations 3 \
    timing.fmax_ghz 0.893 \
    drive_above_1_share_pct 53.3 \
    required_ns 1.26 \
    syn_area_per_cell_um2 9.07 \
    dr.pass1.iters 3 \
    cp-end-kind "flop" \
    die-area_um2 6400 \
    min_period_ns 1.12 \
    cts_max_path_buffers 2 \
    design.core.area_um2 3420 \
    setup_tns_ns -0.0197 \
    grt_pass1_wl_um 924 \
    gp_congestion 0.663 \
    wl_per_cell_um 7.41 \
    grt.total_usage_pct 1.92 \
    slew_headroom_pct 89.3 \
    synthCells 20 \
    ys_sh_mux_pct 0 \
    h-tree-depth 1 \
    warning_count 28 \
    overflow 0 \
    stdcell_area_um2 360 \
    skew_ns 0.00442 \
    start_kind "flop" \
    cts.sinks 4 \
    drv_slew 0 \
    grt_setup_unrepaired "yes" \
    yosysChipArea_um2 181 \
    finalHoldViolCount 0 \
    fin_util_pct 10.5 \
    clk_pin_slew_ns 0.04 \
    io_buffers 5 \
    crit_fanout 5 \
    ys_cells 20 \
    setup_viol 1 \
]
## final timing paths
check	slack, ns	end	startpoint	cells past startpoint
max	-0.02	counted_val[3]	counted_val[3]	3
min reg2reg	0.56	counted_val[3]	counted_val[2]	3
min	0.56	counted_val[3]	counted_val[2]	3
max reg2reg	-0.02	counted_val[3]	counted_val[3]	3
## kinds of logic (layout without fill, tap and decap cells)
family	count (synthesis)	after routing
AOI/OAI and AO/OA	3	3
adders and majority gates	2	2
buffers and inverters	3	13
DFF	4	4
and+or+nand+nor	8	8
## layer usage
| metal | vias to the layer above | wire (µm) | track usage (%) |
|---|---|---|---|
| met5 | - | 0 | 0 |
| met4 | 0 | 0 | 0.352 |
| met3 | 0 | 78 | 1.70 |
| met2 | 9 | 195 | 2.25 |
| met1 | 79 | 289 | 2.54 |
| li1 | 87 | - | - |
## Yosys cell counts
master,n,area (µm²)
inv_1,2,7.51
and2_1,2,12.5
clkinv_1,1,3.75
nand3_1,1,5.00
or4_1,1,7.51
a21oi_1,2,10.0
nor2_1,1,3.75
dfxtp_1,4,80.1
nor3b_1,1,7.51
nand2b_1,2,12.5
ha_1,2,25.0
a31oi_1,1,6.26
## area by class of cell
| class | instances | area [µm²] |
|---|---|---|
| Clock buffer | 3 | 22.5 |
| Tap cell | 46 | 57.6 |
| Fill cell | 402 | 3060 |
| Sequential cell | 4 | 90.1 |
| Timing Repair Buffer | 7 | 63.8 |
| Inverter | 3 | 11.3 |
| Multi-Input combinational cell | 13 | 115 |
## repair_timing
item | in CTS | in global routing
pin swaps | 3 | 3
resized | 13 | 6
endpoints found under the setup margin | 6 | 4
cloned | 0 | 0
buffers inserted | 3 | 0
## critical path: stages (launching register included)
cell	delay [ns]
dfxtp_4	0.34
buf_6	0.12
or4_4	0.46
a21oi_1	0.12
## layout by cell type, fill, tap and decap left out
cell             instances
a21oi_1                  1
a21oi_2                  1
a31oi_1                  1
and2_1                   2
buf_4                    1
buf_6                    1
clkbuf_4                 3
clkdlybuf4s50_1          1
dfxtp_2                  2
dfxtp_4                  2
dlygate4sd2_1            4
ha_1                     1
ha_4                     1
inv_2                    3
nand2b_1                 2
nand3_1                  1
nor2_1                   1
nor3b_2                  1
or4_4                    1
## per-stage QoR
step           cells  hold WS, ns
6_report          76        0.564
5_1_grt           76        0.599
4_1_cts           77        0.556
3_5_place_dp      71        0.536
3_3_place_gp      71        0.527
2_1_floorplan     20        0.289
## power breakdown
group / internal (mW) / total [mW] / switching (mW)
clock: 0.122 / 0.179 / 0.0572
combinational: 0.0394 / 0.0677 / 0.0283
sequential: 0.154 / 0.163 / 0.00909
No activity file was given, so power comes from the tool's default toggle rates.
